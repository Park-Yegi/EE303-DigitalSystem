### design.v
module SeqCircuit(CLK, reset, X, Out);
	input CLK, reset, X;
	output reg [3:0] Out;
	reg [1:0] state, next_state;
	parameter S0=2'b00, S1=2'b01, S2=2'b10, S3=2'b11;
	always @(posedge CLK or posedge reset)
	begin
		if (reset)
			state <= S0;
		else
			state <= next_state;
	end
	always @(X or state)
	begin
		case (state)
			S0: next_state = X ? S1 : S3;
			S1: next_state = X ? S2 : S0;
			S2: next_state = X ? S3 : S1;
			S3: next_state = X ? S0 : S2;
		endcase
	end
	always @(X or state)
	begin
		case (state)
			S0: Out = 4'b0001;
			S1: Out = 4'b0010;
			S2: Out = 4'b0100;
			S3: Out = 4'b1000;
		endcase
	end
endmodule
### run.sh
#!/bin/bash
# OpenROAD 26Q1-2900-gdf79404cd8, Yosys 0.63+post, stock flow scripts
make -C /OpenROAD-flow-scripts/flow DESIGN_CONFIG=/design/flow/config.mk WORK_HOME=/design/flow/orfs finish
### config.mk
export PLATFORM = sky130hd
export DESIGN_NAME = SeqCircuit
export DESIGN_NICKNAME = SeqCircuit
export VERILOG_FILES = /design/flow/design.v
export SDC_FILE = /design/flow/constraint.sdc
export NUM_CORES = 4
export LEC_CHECK = 1
export CORE_AREA = 10 10 70 70
export DIE_AREA = 0 0 80 80
### constraint.sdc
current_design SeqCircuit

set clk_period 1.0
set clk_io_pct 0.2

create_clock -name clk0 -period $clk_period [get_ports {CLK}]

set non_clock_inputs [all_inputs -no_clocks]
set_input_delay [expr $clk_period * $clk_io_pct] -clock clk0 $non_clock_inputs
set_output_delay [expr $clk_period * $clk_io_pct] -clock clk0 [all_outputs]
==> deck_impl_summary.md <==
Synthesis and Place & Route Summary

Pwr
  – Pwr dens: 961.7 nW/um2
  – Pleak: 0.2018 nW
  – PnR Total Power: 0.4043 mW
  – Worst vdd ir: 0.0001578 V

Layout
  – Layout area overhead: 152.6%
  – FILL cells: 393
  – Number of flip-flops in the largest register: 4
  – Biggest regs: state (4)
  – Share of layout cells above drive strength 1: 0.7586
  – Post-Layout Cell Count: 75
  – Top reg by flops: state
  – Finished Core Util: 0.1231

Clock network
  – Htree depth: 1
  – Clock Path Buffers: 2
  – Root buf cell: clkbuf_4
  – CTS tree: done
  – CTS Sinks: 4
  – Worst-path clk slew: 0.04 ns
  – Insertion Delay late pin: 0.24 ns
  – Hold_buf cts: 0
  – Total CTS buffers: 3

Setup path
  – Max incr delay on CP: 0.39 ns
  – Critical R2R Launch: state[1]
  – Startpoint Class: flip-flop
  – CP Cell Sequence: buf_6 -> nor3_4 -> buf_2
  – Delay-heaviest family, CP: flip-flops
  – Crit Path Class: reg2out
  – Slowest-stage cell, CP: dfrtp_1
  – CP required: 0.80 ns
  – WP data arrival: 1.01 ns
  – Crit path max fanout: 2
  – Crit end category: primary output
  – Crit path buf inv count: 2
  – CP Launch Point: state[1]

Yosys
  – Top cell area share: 0.4511
  – Dominant flop cell: dfrtp_1
  – Syn Std Cell Area: 166.4 um2
  – Syn Area/Cell: 12.80 um2
  – Yosys cell count: 13
  – Yosys stat area: 166.4 um2
  – Number of synthesis warnings: 1
  – Post-synth EDFFs: 0
  – Ys flops: 4
  – Post-synth ARST share: 1.000
  – Cell variety after synth: 6
  – Synthesized instance count: 13
  – Synth area leader: dfrtp_1
  – Top cells by count, synth: mux2_1 (4), clkbuf_1 (3), dfrtp_1 (3)
  – Cell area leaders: dfrtp_1 (45%), mux2_1 (27%), dfstp_2 (16%)
  – Synth Seq Share: 0.6090
  – Top-count cell post-synth: mux2_1

Route
  – Post-route DRC: 0
  – TritonRoute pass-1 iters: 3
  – Routed Antenna Nets: 0
  – Vias: 151
  – DR vias/cell: 2.013
  – Wire per inst: 7.440 um
  – Antenna cells: 0
  – Iter 0 DRT Violations: 3
  – Total Wirelength: 558 um

GRT
  – Top Usage Layer GRT: met1
  – Vias in the first global route: 184
  – GRT Total Usage: 0.01832
  – Met1 usage: 0.02136
  – Initial antenna violation count: 0
  – Met2 usage: 0.02087
  – Largest net degree at the start of global routing: 5
  – Met3 usage: 0.01932
  – GRT overflow: 0
  – Global-route wire length before repair: 841 um

Place
  – Gp weighted congestion: 0.6670
  – Post-Place Cells: 65
  – I/O Buffers: 6

Timing
  – Slew Viols, Final: 0
  – Fin Clk Skew: 0.006117 ns
  – Worst Tran Pin Value: 0.2843 ns
  – RSZ-0062 raised after global routing: true
  – Hold Violations, Final: 0
  – Relative slew margins: 0.8102
  – Tcrit/Tclk final: 1.214
  – Final setup vio count: 5
  – Fmax: 823.9 MHz
  – Worst setup margin: -0.2138 ns
  – Fin crit period: 1.214 ns

Floorplan
  – DIE AREA: 6400 um2
  – Row Count: 21
  – I/O pin cnt: 7
  – Chip width: 80 um
  – Die height: 80 um
  – Core area: 3416 um2
  – Init Core Util: 0.04872

Status
  – Status: finished, violations left
  – Failing checks: negative setup slack

Min path
  – Min-delay worst type: in2async

Run
  – Tool Warnings: 27
  – Number of max-cap violations: 0
-- final cells by class --
cell class	count	area, um2	share of cell area
Timing Repair Buffer	15	155.1	0.3690
Tap cell	46	57.56	0.1369
Multi-Input combinational cell	5	76.32	0.1815
Inverter	1	3.754	0.008929
Clock buffer	4	26.28	0.06250
Sequential cell	4	101.3	0.2411
-- layer usage --
metal,up-vias,share of wire
met5,-,0
met4,0,0
li1,72,-
met1,72,0.49
met2,7,0.39
met3,0,0.12
-- power by group --
group	internal, mW	total, mW	switching [mW]
combinational	0.00942	0.0178	0.00838
sequential	0.163	0.163	0
clock	0.150	0.224	0.0735
-- layout by cell type (no fill, tap or decap) --
cell type	netlist	layout
buf_2	0	1
buf_4	0	2
buf_6	0	10
clkbuf_1	3	1
clkbuf_4	0	3
clkdlybuf4s50_1	0	1
dfrtp_1	3	3
dfstp_2	1	1
dlymetal6s2s_1	0	1
inv_1	1	1
mux2_4	0	4
nor3_4	0	1
-- stage by stage --
step | hold WS, ns | TNS, ns | setup WS, ns | area (um2)
finish | 0.1528 | -0.4715 | -0.2138 | 420.4
global route | 0.1538 | -0.6613 | -0.2672 | 420.4
global placement | 0.4059 | -1.342 | -0.2351 | 295.3
CTS | 0.1452 | -0.9478 | -0.2275 | 424.2
floorplan | -0.03464 | 0 | 0.2239 | 166.4
detailed placement | 0.4060 | -1.500 | -0.2692 | 295.3
-- logic make-up (layout without fill, tap and decap cells) --
kind of cell | Yosys count | in the layout | share of synthesized area
buffers and inverters | 4 | 20 | 0.09020
DFF | 4 | 4 | 0.6090
muxes | 4 | 4 | 0.2707
and+or+nand+nor | 1 | 1 | 0.03005
-- worst reg2reg max path: stages, from the launching register on --
cell     delay, ns
dfrtp_1       0.39
buf_6         0.13
buf_6         0.11
mux2_4        0.25
-- path summary, 6_finish.rpt --
check                                end  slack, ns  depth (start not counted)
worst max-delay path              Out[0]      -0.21                          3
worst min-delay path            state[1]       0.15                          2
worst max register to register  state[2]          0                          3
worst min register to register  state[2]       0.65                          1
max in group asynchronous       state[0]       0.60                          2
min in group clk0               state[3]       0.42                          2
-- what timing repair did --
item | CTS | global route
buffers inserted | 8 | 2
pin swaps | 1 | 1
resized | 27 | 6
setup endpoints to repair | 4 | 8
No activity file was given, so power comes from the tool's default toggle rates.
