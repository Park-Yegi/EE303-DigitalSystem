==> ./design.v <==
module AU_1b(A, B, Cin, SEL, F, Cout);
	input A, B;
	input Cin;
	input SEL;
	output F;
	output Cout;
	wire fin_B;
	B_SELECT_MUX uMUX(B, SEL, fin_B);
	FA_1b uFA_1b(A, fin_B, Cin, F, Cout);
endmodule
module AU_4b(A, B, SEL, F, C, V);
	input [3:0] A, B;
	input SEL;
	output [3:0] F;
	output C, V;	 
	wire [3:0] Cout;
	AU_1b uAU_1b_0(A[0], B[0], SEL, SEL, F[0], Cout[0]);
	AU_1b uAU_1b_1(A[1], B[1], Cout[0], SEL, F[1], Cout[1]);
	AU_1b uAU_1b_2(A[2], B[2], Cout[1], SEL, F[2], Cout[2]);
	AU_1b uAU_1b_3(A[3], B[3], Cout[2], SEL, F[3], Cout[3]);
	assign C = Cout[3];
	assign V = Cout[3] ^ Cout[2];
endmodule
module B_SELECT_MUX(B, SEL, Y);
	input B;
	input SEL;
	output Y;
	assign Y = (SEL == 1'b0) ? B : ~B;
endmodule
module FA_1b(A, Y, Cin, F, Cout);
	input A, Y;
	input Cin;
	output F;
	output Cout;
	wire xor1, and1, and2;
	assign xor1 = A ^ Y;
	assign and1 = A & Y;
	assign and2 = xor1 & Cin;
	assign F = xor1 ^ Cin;
	assign Cout = and1 | and2;
endmodule
==> ./run.sh <==
#!/bin/bash
# OpenROAD 26Q1-2900-gdf79404cd8, Yosys 0.63+post, stock flow scripts
make -C /OpenROAD-flow-scripts/flow DESIGN_CONFIG=/design/flow/config.mk WORK_HOME=/design/flow/orfs finish
==> ./config.mk <==
export PLATFORM = sky130hd
export DESIGN_NAME = AU_4b
export DESIGN_NICKNAME = AU_4b
export VERILOG_FILES = /design/flow/design.v
export SDC_FILE = /design/flow/constraint.sdc
export NUM_CORES = 4
export LEC_CHECK = 1
export CORE_AREA = 10 10 70 70
export DIE_AREA = 0 0 80 80
==> ./constraint.sdc <==
current_design AU_4b

set clk_period 3.0
set clk_io_pct 0.2

create_clock -name clk0 -period $clk_period

set non_clock_inputs [all_inputs -no_clocks]
set_input_delay [expr $clk_period * $clk_io_pct] -clock clk0 $non_clock_inputs
set_output_delay [expr $clk_period * $clk_io_pct] -clock clk0 [all_outputs]
==> metrics.cfg <==
[cts]
cts_hold_buffers=0

[timing]
relSlewSlack_pct=86.2
hold_violations=0
rsz0062_at_grt=no
fmax_mhz=346
tightestPinTransition_ps=206
drv_slew=0
fin_tns_setup_ps=0
min_period_ps=2890
setup_viol=0
timing.final.crit_share_pct=96.3

[worst_hold_path]
hold_path_class=primary input to primary output
hold_path_end=F[0]
min_path_cells=3
min_from=A[0]

[yosys]
common_cells=inv_1, buf_4, fa_1, xnor2_1, xor2_1
synth_dominant_cell_count=inv_1
syn_area_per_cell_sq_um=9.04
ys.warnings.count=0
synth_cells=18
ys_seq_share_pct=0
top_area_share_pct=36.9
yosysUniqueCellTypes=6
synth_area_sq_um=163
ys_chip_area_sq_um=163
ys_cells=18
top_area_cell=fa_1
area_leaders=fa_1, buf_4, xnor2_1

[grt]
antenna_found_initial=0
gr-total-overflow=0
grt_pass1_vias=193
grt_use_total_pct=1.88
grt_pass1_wl_um=945
grt_max_degree=4

[routing]
antenna_cells=0
first_pass_iters=1
routed_wl_um=606
dr_wl_met3_um=66
drtIter0Drc=0
wl_met2_um=159
vias=160
via_per_inst=1.98
wire_per_inst_um=7.48
met1_length_um=380
drc_errors=0
final_antenna_net_count=0
highest-signal-layer=met3

[floorplan]
rows=21
coreArea_sq_um=3420
chipArea_sq_um=6400
initial_core_util_pct=4.76
die_height_um=80
top_level_ports=15
die_w_um=80

[run]
maxCapViolCount=0
log.warning_count=32

[critical_path]
end_kind=primary output
crit_arrival_ps=2290
start_kind=primary input
critical_path_class=primary input to primary output
crit_fanout=3
worst_ep_required_time_ps=2400

[finish]
drive_gt1_share_pct=57.1
flop-count=0
seq_area_sq_um=0
fin_cells=81
clkbuf_count=0
syn2layout_area_growth_pct=139

[power_and_ir_drop]
p_int_uw=56.4
p_sw_share_pct=34.0
pwr-share-comb_pct=100.0
vdd_drop_max_mv=0.0824
clkPwrFrac_pct=0
p_switching_uw=29.0
seq_power_share_pct=0
power-per-cell-area_nw_per_um2=219
p_leak_nw=0.172

[place]
place_congestion=0.644
dp.cells=78
io_buffers=15

[status]
outcome=complete, no violations

==> cell type report <==
| cell class | instances | area (sq um) |
|---|---|---|
| Timing Repair Buffer | 21 | 165 |
| Inverter | 5 | 18.8 |
| Fill cell | 402 | 3030 |
| Multi-Input combinational cell | 9 | 148 |
| Tap cell | 46 | 57.6 |
==> placed cells by master (no fill, tap or decap), drive strengths merged <==
cell / count
inv: 5
mux2i: 1
clkdlybuf4s50: 7
buf: 9
xnor2: 3
dlygate4sd2: 2
fa: 3
clkbuf: 3
xor2: 2
==> timing repair <==
item / 4_1_cts / 5_1_grt
endpoints found under the hold margin: 0 / 0
pin swaps: 5 / 3
resized: 29 / 4
setup buffers: 3 / 0
setup endpoints to repair: 4 / 2
==> critical path, cell delays in order <==
cell and delay (ps):
clkbuf_4 140, xnor2_2 140, fa_2 380, fa_2 560
inv_1 40, clkdlybuf4s50_1 430
==> layer usage <==
metal / global-route usage (%) / vias up
met5: 0 / -
met4: 0 / 0
met3: 0.682 / 0
met2: 2.09 / 14
met1: 3.27 / 65
li1: - / 81
==> cells by family (layout without fill, tap and decap cells) <==
| kind of cell | count (synthesis) | after routing | share of synthesized area [%] |
|---|---|---|---|
| buffers and inverters | 9 | 26 | 30.0 |
| XOR/XNOR | 5 | 5 | 26.9 |
| adder cells (fa/ha/maj) | 3 | 3 | 36.9 |
| multiplexers | 1 | 1 | 6.15 |
==> per-stage QoR <==
| step | utilization [%] | power, mW | hold slack (ps) | setup WS, ps | area, sq um |
|---|---|---|---|---|---|
| 2_1_floorplan | - | 0.0353 | 1350 | 280 | 163 |
| 3_3_place_gp | 10.6 | 0.0797 | 2170 | -655 | 363 |
| 3_5_place_dp | 10.6 | 0.0808 | 2170 | -675 | 363 |
| 4_1_cts | 11.6 | 0.0902 | 1770 | 0.897 | 395 |
| 5_1_grt | 11.4 | 0.0958 | 1790 | 34.4 | 389 |
| 6_report | 11.4 | 0.0854 | 1760 | 111 | 389 |
==> power groups by stage <==
| stage | sequential [mW] | clock, mW | combinational [mW] |
|---|---|---|---|
| CTS | 0 | 0 | 0.0902 |
| global route | 0 | 0 | 0.0958 |
| finish | 0 | 0 | 0.0854 |
==> worst max path at each step <==
stage	from	endpoint	slack, ps	cells past startpoint
after CTS	B[0]	F[3]	0.9	7
after global routing	SEL	F[2]	30	6
final	SEL	F[2]	110	6
Power is estimated from default activity; no workload was simulated.
