### run.sh
#!/bin/bash
# OpenROAD 26Q1-2900-gdf79404cd8, Yosys 0.63+post, stock flow scripts
make -C /OpenROAD-flow-scripts/flow DESIGN_CONFIG=/design/flow/config.mk WORK_HOME=/design/flow/orfs finish
### config.mk
export PLATFORM = sky130hd
export DESIGN_NAME = MUX8TO1
export DESIGN_NICKNAME = MUX8TO1
export VERILOG_FILES = /design/flow/design.v
export SDC_FILE = /design/flow/constraint.sdc
export NUM_CORES = 4
export LEC_CHECK = 1
export CORE_AREA = 10 10 70 70
export DIE_AREA = 0 0 80 80
### constraint.sdc
current_design MUX8TO1

set clk_period 3.3
set clk_io_pct 0.2

create_clock -name clk0 -period $clk_period

set non_clock_inputs [all_inputs -no_clocks]
set_input_delay [expr $clk_period * $clk_io_pct] -clock clk0 $non_clock_inputs
set_output_delay [expr $clk_period * $clk_io_pct] -clock clk0 [all_outputs]
### design.v
module MUX2TO1(A, B, SEL, F);
	input [3:0] A, B;
	input SEL;
	output [3:0] F;
	assign F = (SEL == 1'b0) ? A :
			   (SEL == 1'b1) ? B : 4'bx;
endmodule
module MUX4TO1(A, B, C, D, SEL, F);
	input [3:0] A, B, C, D;
	input [1:0] SEL;
	output [3:0] F;
	assign F = (SEL == 2'b00) ? A :
			   (SEL == 2'b01) ? B :
			   (SEL == 2'b10) ? C :
			   (SEL == 2'b11) ? D : 4'bx;
endmodule
module MUX8TO1(I0, I1, I2, I3, I4, I5, I6, I7, S, OUT);
	input [3:0] I0, I1, I2, I3, I4, I5, I6, I7;
	input [2:0] S;
	output [3:0] OUT;
	wire [3:0] MID1, MID2;
	MUX4TO1 uMUX4TO1_1(I0, I1, I2, I3, S[1:0], MID1);
	MUX4TO1 uMUX4TO1_2(I4, I5, I6, I7, S[1:0], MID2);
	MUX2TO1 uMUX2TO1(MID1, MID2, S[2], OUT);
endmodule
==> flow_summary.yaml <==
# yosys + openroad results
run_status:
  status: "finished clean"
yosys:
  ys_seq_share_pct: 0
  yosys_warnings: 0
  ys_sh_xor_pct: 0
  synthAdderAreaFrac_pct: 0
  synth.area.top_cells: "mux4_1 (76%), mux2_2 (16%), buf_6 (8.1%)"
  synth_area_um2: 278
  synth_cell_types: 3
  ys_sh_aoi_pct: 0
  syn_inst: 14
  synthTopLogicFamily: "multiplexers"
  synthMuxAreaShare_pct: 91.9
  netlist.area_leader.share_pct: 75.7
  yosysCellCount: 14
  yosys.area_share.simple_pct: 0
  yosys.area.top_type: "mux4_1"
  ys_area_um2: 278
  syn-mean-instance-area_um2: 19.8
setup_path:
  start_kind: "primary input"
  cp-end-kind: "output port"
  worstPathRequired_ps: 2640
  arrival_ps: 2540
  critical_path_class: "primary input to output port"
  crit_fanout: 8
power_and_ir_drop:
  p_leak_nw: 0.266
  power.internal_mw: 0.0677
  p_comb_share_pct: 100.0
  p_clk_share_pct: 0
  powerDensity_mw_per_mm2: 112
  switching_share_pct: 17.5
  vdd_drop_max_mv: 0.0154
  switchingPower_mw: 0.0144
  total_power_mw: 0.0820
  p_seq_share_pct: 0
global_route:
  grt_pass1_vias: 388
  grtUsageTotal_pct: 3.75
  grt_start_max_net_pins: 9
  grt_pass1_wl_um: 1930
  gr-total-overflow: 0
  antenna_found_initial: 0
final_timing:
  finalSetupViolCount: 0
  hold_viol_final: 0
  fin_crit_sh_pct: 96.9
  period_needed_ps: 3200
  tightest_slew_ps: 181
  slew_headroom_pct: 87.9
  maxSlewViolCount: 0
  fin_setup_tns_ps: 0
  rsz0062_at_grt: "no"
  max_freq_mhz: 313
drt:
  ant_nets: 0
  drt_iter0_markers: 2
  post_drt_wl_per_cell_um: 13.5
  via_per_inst: 3.21
  num_antenna_cells: 0
  first_pass_iters: 2
  vias: 318
  drc: 0
  finalWirelength_um: 1340
die:
  num_rows: 21
  floorplan.die.width_um: 80
  core-area_mm2: 0.00342
  fp_util_pct: 8.13
  dieHeight_um: 80
  io_pins: 39
  dieArea_mm2: 0.00640
run:
  maxCapViolCount: 0
  warnings: 32
clocking:
  cts_resized: 0
  post_cts_buffers: 0
  holdBufCountCts: 0
final_layout:
  layout.cells.most_common_list: "clkdlybuf4s50_1 (39), mux4_1 (8), mux2_2 (4)"
  n_fill_cell: 361
  mostFrequentLayoutCell: "clkdlybuf4s50_1"
  seq_cells: 0
  nClkBuffers: 0
  area_delta_synth_final_pct: 163
  ff_latch_area_um2: 0
  drive_gt1_share_pct: 11.3
  combGateArea_um2: 255
placed_design:
  dpl.hpwl_um: 1290
  place_congestion: 0.720
  io_buffers: 39
min_path:
  hold_path_depth: 3
  hold_end: "OUT[0]"
  worstHoldPathType: "primary input to output port"
  hold_start: "S[2]"
-- power groups by stage --
stage / sequential, mW / clock (mW) / combinational [mW]
5_1_grt: 0 / 0 / 0.0882
4_1_cts: 0 / 0 / 0.0840
6_report: 0 / 0 / 0.0820
-- area by class of cell --
cell class / instances / share of cell area (%)
timing repair buffer: 41 / 57.2
multi-input combinational: 12 / 34.9
tap: 46 / 7.88
-- Yosys cell counts --
master	count
mux4_1	8
buf_6	2
mux2_2	4
-- worst max path at each step --
stage | end | start | cells after the start | slack [ps]
6_report | OUT[0] | S[0] | 5 | 100
5_1_grt | OUT[0] | S[0] | 5 | 40
4_1_cts | OUT[0] | S[0] | 5 | 90
-- critical path: stages --
cell and delay (ps):
clkdlybuf4s50_1 510, buf_12 130, mux4_1 550, mux2_2 270, clkdlybuf4s50_1 410
-- metrics by stage --
step / hold WS (ps) / std cells / area [um^2] / utilization, % / worst slack (ps)
6_report: 2510 / 99 / 731 / 21.4 / 103
5_1_grt: 2540 / 99 / 731 / 21.4 / 40.5
4_1_cts: 2530 / 99 / 731 / 21.4 / 87.9
3_5_place_dp: 2530 / 99 / 731 / 21.4 / 91.7
3_3_place_gp: 2530 / 99 / 731 / 21.4 / 93.0
2_1_floorplan: 1430 / 14 / 278 / - / 1100
-- cell families after synthesis --
logic type             after synthesis
buffers and inverters                2
multiplexers                        12
-- routing by layer --
layer | part of all wire (%) | routed length [um] | vias up | global-route usage (%)
met2 | 60 | 802 | 15 | 8.27
met5 | 0 | 0 | - | 0
met3 | 7.2 | 96 | 0 | 0.568
met4 | 0 | 0 | 0 | 0
met1 | 33 | 441 | 149 | 3.59
li1 | - | - | 154 | -
Power is estimated from default activity; no workload was simulated.
